File: ./design.v
`timescale 1ns / 1ps
module Data_selector(
	input clk,
	input rst,
	input data_collect_finish,
	input [7:0] data_in,
	output reg [7:0] data_out,
	output reg [13:0] read_select,
	output reg [13:0] write_out_se,
	output reg data_process_finish,
	output reg wr_enable
    );
	 reg [6:0] row, column;  
	 reg [13:0] scanpixel;  
	 reg [7:0] MEM [0:8];
	 reg [3:0] mem_select;
	 reg [8:0] temp_out;
	 integer i = 0;
	 parameter w1 = 1, w2 = 2, w3 = 1, w4 = 2, w5 = 4, w6 = 2, w7 = 1, w8 = 2, w9 = 1;  
	 initial begin
	 row <= 7'd0;
	 column <= 7'd0;
	 scanpixel = 0;
	 mem_select <= 0;
	 write_out_se = scanpixel;
	 wr_enable = 0;
	 for (i = 0;i<9; i = i+1) MEM[i] = 0;  
	 end
	 always @(posedge clk or posedge rst) begin
		if(rst) begin
			row <= 7'd0;
			column <= 7'd0;
			read_select = 0;
			mem_select <= 0;
			write_out_se = 0;
			wr_enable = 0;
		end
		else begin
			if (data_collect_finish) begin
				scanpixel = row*100 + column;  
				if (row == 0 || row == 99 || column == 0 || column == 99) begin  
					wr_enable = 1;
					write_out_se = scanpixel;
					data_out = data_in;
					if (column == 99) begin  
						row <= row + 1;
						column <= 0;
					end
					else column <= column+1;
				end
				else if (column < 99 && row < 99) begin  
					if (column > 1) begin
						MEM[0] = MEM[1];
						MEM[3] = MEM[4];
						MEM[6] = MEM[7];
						MEM[1] = MEM[2];
						MEM[4] = MEM[5];
						MEM[7] = MEM[8];
						case (mem_select) 
							2: begin
								wr_enable = 0;
								read_select = scanpixel - 99;
								MEM[mem_select] = data_in;
								mem_select <= 5;
								end
							5: begin
								read_select = scanpixel + 1;
								MEM[mem_select] = data_in;
								mem_select <= 8;
								end
							8: begin
								wr_enable = 1;
								read_select = scanpixel + 101;
								MEM[mem_select] = data_in;
								temp_out = (MEM[0] * w1 + MEM[1] * w2 + MEM[2] * w3 + MEM[3] * w4 + MEM[4] * w5 + MEM[5] * w6 + MEM[6] * w7 + MEM[7] * w8 + MEM[8] * w9);
								data_out = temp_out / 16;
								write_out_se = scanpixel;
								column <= column + 1;
								mem_select <= 2;
								end
							default: begin
								wr_enable = 0;
								mem_select <= 2;
								end
						endcase
					end
					else begin  										 
						case (mem_select) 							 
							0: begin
								wr_enable = 0;
								read_select = scanpixel - 101;  
								MEM[mem_select] = data_in;
								mem_select <= 1;
								end
							1: begin
								read_select = scanpixel - 100;
								MEM[mem_select] = data_in;
								mem_select <= 2;
								end
							2: begin
								read_select = scanpixel - 99;  
								MEM[mem_select] = data_in;
								mem_select <= 3;
								end
							3: begin
								read_select = scanpixel - 1;
								MEM[mem_select] = data_in;
								mem_select <= 4;
								end
							4: begin
								read_select = scanpixel;
								MEM[mem_select] = data_in;
								mem_select <= 5;
								end
							5: begin
								read_select = scanpixel + 1;
								MEM[mem_select] = data_in;
								mem_select <= 6;
								end
							6: begin
								read_select = scanpixel + 99;
								MEM[mem_select] = data_in;
								mem_select <= 7;
								end
							7: begin
								read_select = scanpixel + 100;
								MEM[mem_select] = data_in;
								mem_select <= 8;
								end
							8: begin
								wr_enable = 1;
								read_select = scanpixel + 101;
								MEM[mem_select] = data_in;
								temp_out = (MEM[0] * w1 + MEM[1] * w2 + MEM[2] * w3 + MEM[3] * w4 + MEM[4] * w5 + MEM[5] * w6 + MEM[6] * w7 + MEM[7] * w8 + MEM[8] * w9);
								data_out = temp_out / 16;
								write_out_se = scanpixel;
								column <= column + 1;
								mem_select <= 0;
								end
							default: begin
								wr_enable = 0;
								mem_select <= 0;
								end
						endcase
					end
				end
				else if (column == 100 && row < 100) begin
					row <= row + 1;
					column <= 1;
				end
				else if (row == 100) begin
					row <= 0;
					column <= 0;
					read_select = 0;
					mem_select <= 0;
					wr_enable = 0;
					data_process_finish <= 1;
				end
			end
		end
	 end
endmodule
File: ./run.sh
#!/bin/bash
# OpenROAD 26Q1-2900-gdf79404cd8, Yosys 0.63+post, stock flow scripts
make -C /OpenROAD-flow-scripts/flow DESIGN_CONFIG=/design/flow/config.mk WORK_HOME=/design/flow/orfs finish
File: ./config.mk
export PLATFORM = sky130hd
export DESIGN_NAME = Data_selector
export DESIGN_NICKNAME = Data_selector
export VERILOG_FILES = /design/flow/design.v
export SDC_FILE = /design/flow/constraint.sdc
export NUM_CORES = 4
export LEC_CHECK = 1
export CORE_UTILIZATION = 50
File: ./constraint.sdc
current_design Data_selector

set clk_period 15.7
set clk_io_pct 0.2

create_clock -name clk0 -period $clk_period [get_ports {clk}]

set non_clock_inputs [all_inputs -no_clocks]
set_input_delay [expr $clk_period * $clk_io_pct] -clock clk0 $non_clock_inputs
set_output_delay [expr $clk_period * $clk_io_pct] -clock clk0 [all_outputs]
==> run_summary.xml <==
<?xml version="1.0" encoding="UTF-8"?>
<metrics>
  <group name="run_status">
    <metric name="outcome" unit="">finished clean</metric>
  </group>
  <group name="timing">
    <metric name="timing.max_slew.rel_slack" unit="%">38.6</metric>
    <metric name="finalWorstPathRequiredPeriod" unit="ns">7.99</metric>
    <metric name="final.setup_skew" unit="ns">0.0108</metric>
    <metric name="layout_worst_path_cycle_share" unit="%">50.9</metric>
    <metric name="unrepaired_setup_endpoints_after_global_routing" unit="">false</metric>
    <metric name="maxSlewViolCount" unit="">0</metric>
    <metric name="timing_worst_slew_pin_value" unit="ns">0.921</metric>
    <metric name="fin_setup_tns" unit="ns">0</metric>
    <metric name="final-setup-viol-count" unit="">0</metric>
    <metric name="number_of_hold_violations_in_the_final_report" unit="">0</metric>
    <metric name="holdWs" unit="ns">0.482</metric>
    <metric name="achievable-frequency" unit="MHz">125</metric>
  </group>
  <group name="yosys">
    <metric name="synth_area" unit="sq um">13100</metric>
    <metric name="synth_simple_gate_area_share" unit="%">15.1</metric>
    <metric name="synthCells" unit="">1505</metric>
    <metric name="synthesis.area_per_instance" unit="sq um">8.70</metric>
    <metric name="yosys.area_share.adder" unit="%">21.9</metric>
    <metric name="ys_cells" unit="">1505</metric>
    <metric name="synthArstFlopShare" unit="%">37.0</metric>
    <metric name="synth.area.top_cells" unit="">edfxtp_1 18%, fa_1 15%, dfrtp_1 9.0%</metric>
    <metric name="yosys_area" unit="sq um">13100</metric>
    <metric name="synthFlopType" unit="">edfxtp_1</metric>
    <metric name="warnings_synthesis" unit="">2</metric>
    <metric name="top_area_cell" unit="">edfxtp_1</metric>
    <metric name="synth.logic.top_family" unit="">AND-OR/OR-AND gates</metric>
    <metric name="edf_count" unit="">80</metric>
    <metric name="mux_share" unit="%">1.18</metric>
    <metric name="seq_area_frac_synth" unit="%">27.3</metric>
    <metric name="synthXorXnorAreaFrac" unit="%">5.90</metric>
    <metric name="netlist-cell-type-count" unit="">85</metric>
    <metric name="ys_seq_elements" unit="">127</metric>
    <metric name="synth_compound_gate_area_share" unit="%">23.1</metric>
    <metric name="top_area_cell_type_share_of_the_netlist_area" unit="%">18.3</metric>
  </group>
  <group name="floorplan">
    <metric name="chip_area" unit="sq um">26800</metric>
    <metric name="fp_util" unit="%">51.6</metric>
    <metric name="floorplan.io_pins" unit="">49</metric>
    <metric name="fp.dieH" unit="microns">164</metric>
    <metric name="rows" unit="">58</metric>
    <metric name="die_w" unit="microns">164</metric>
    <metric name="core-area" unit="sq um">25400</metric>
  </group>
  <group name="flow_run">
    <metric name="drv.max_cap_violation_count" unit="">0</metric>
    <metric name="tool_warnings" unit="">36</metric>
  </group>
  <group name="clock_tree">
    <metric name="tritoncts_num_sinks" unit="">127</metric>
    <metric name="postCtsHoldBufs" unit="">0</metric>
    <metric name="h-tree-depth" unit="">4</metric>
    <metric name="postCtsSetupBuffers" unit="">0</metric>
    <metric name="cts_inserted_buffers" unit="">17</metric>
    <metric name="path_clk_slew" unit="ns">0.06</metric>
    <metric name="cts-root-buf" unit="">clkbuf_16</metric>
    <metric name="clock.latency.late_pin" unit="ns">0.42</metric>
    <metric name="cts_tree" unit="">done</metric>
    <metric name="clk_path_buf_depth" unit="">2</metric>
    <metric name="post_cts_resized" unit="">0</metric>
  </group>
  <group name="final_layout">
    <metric name="layout_cell_share_with_drive_strength_beyond_1" unit="%">6.43</metric>
    <metric name="layout.cells.most_common_list" unit="">199 x nand2_1, 143 x a21oi_1, 131 x nor2_1</metric>
    <metric name="total_area_of_sequential_cells" unit="sq um">3580</metric>
    <metric name="logic_area" unit="sq um">8830</metric>
    <metric name="areaGrowthSynthToFinish" unit="%">10.7</metric>
    <metric name="fillCellCount" unit="">2225</metric>
    <metric name="layout_top_cell" unit="">nand2_1</metric>
  </group>
  <group name="critical_path">
    <metric name="crit-reg2reg-launch" unit="">mem_select[2]$_DFFE_PP0P_</metric>
    <metric name="critPathLaunchType" unit="">primary input</metric>
    <metric name="cpPeakStageDelay" unit="ns">0.71</metric>
    <metric name="critPathRequiredTime" unit="ns">15.95</metric>
    <metric name="r2r_cells" unit="">20</metric>
    <metric name="timing.reg2reg.setup_slack" unit="ns">9.65</metric>
    <metric name="critPathArrivalTime" unit="ns">8.24</metric>
    <metric name="sum_of_buffers_and_inverters_on_the_critical_path" unit="">4</metric>
    <metric name="worstReg2RegEnd" unit="">data_out[4]$_DFFE_PP_</metric>
    <metric name="timing.critical_path.max_delay_family" unit="">adder cells</metric>
    <metric name="timing.critical_path.to_type" unit="">flip-flop</metric>
    <metric name="crit_chain" unit="">clkdlybuf4s50_1, clkinv_1, o21ai_0, fa_1, inv_1, fa_1, inv_1, fa_1, fa_1, xor2_1, xnor2_1, xnor2_1, xnor2_1, xnor2_1, xor2_1, xnor2_1, mux2i_1, o21ai_0</metric>
    <metric name="worst_path_cell_with_the_longest_stage_delay" unit="">clkdlybuf4s50_1</metric>
    <metric name="timing.critical_path.mode_cell" unit="">xnor2_1</metric>
    <metric name="path_max_fanout" unit="">10</metric>
    <metric name="timing_worst_setup_path_type" unit="">primary input to flip-flop</metric>
  </group>
  <group name="drt">
    <metric name="avg_vias_per_cell" unit="">5.96</metric>
    <metric name="post_drt_wl_per_cell" unit="microns">21.1</metric>
    <metric name="detail_route.iter0.violations" unit="">902</metric>
    <metric name="detailedRoute.firstPassIterationCount" unit="">5</metric>
    <metric name="route.antenna.remaining_nets" unit="">0</metric>
    <metric name="dr_total_vias" unit="">11100</metric>
    <metric name="totalWireLength" unit="microns">39400</metric>
    <metric name="drt_drc_violations_left" unit="">0</metric>
  </group>
  <group name="placed_design">
    <metric name="gp_congestion" unit="">0.949</metric>
    <metric name="portBuffers" unit="">47</metric>
    <metric name="detailed_place_hpwl" unit="microns">28700</metric>
  </group>
  <group name="hold_path">
    <metric name="hp-start" unit="">write_out_se[13]$_DFFE_PP0P_</metric>
    <metric name="min_delay_worst_endpoint" unit="">write_out_se[13]$_DFFE_PP0P_</metric>
    <metric name="worst_hold_path.num_cells" unit="">2</metric>
    <metric name="worstHoldPathType" unit="">flip-flop to flip-flop</metric>
  </group>
  <group name="global_route">
    <metric name="gr-usage-all-layers" unit="%">32.6</metric>
    <metric name="antenna_found_initial" unit="">1</metric>
    <metric name="global_route_congestion_overflow_total" unit="">0</metric>
    <metric name="vias_in_the_first_global_route" unit="">10800</metric>
    <metric name="maximum_number_of_pins_on_one_net_before_global_route_repair" unit="">62</metric>
    <metric name="first_pass_grt_wire_length" unit="microns">62100</metric>
  </group>
</metrics>
==> worst reg2reg max path: cells and delay by family (launching register included) <==
| kind | cells | cell delay (ns) |
|---|---|---|
| flip-flops | 1 | 0.71 |
| adder cells (fa/ha/maj) | 4 | 1.88 |
| AND/OR/NAND/NOR | 2 | 0.92 |
| AND-OR/OR-AND | 2 | 0.52 |
| multiplexers | 1 | 0.09 |
| buffers and inverters | 4 | 0.60 |
| XOR/XNOR | 7 | 1.14 |
==> worst max-delay path by stage <==
stage	depth (start not counted)	end	slack [ns]	from
CTS	18	data_out[4]$_DFFE_PP_	7.67	data_in[7]
global route	18	data_out[4]$_DFFE_PP_	7.32	data_in[7]
finish	18	data_out[4]$_DFFE_PP_	7.71	data_in[7]
==> Yosys cell counts (12+ instances only) <==
cell	count
nor2b_1	13
xor2_1	26
o21ai_0	102
ha_1	75
xnor2_1	54
nand3_1	30
edfxtp_1	80
nor2_1	132
nor3_1	15
mux2i_1	12
o31ai_1	21
o22ai_1	12
a211oi_1	29
nand2_1	199
a21o_1	53
dfrtp_1	47
inv_1	94
fa_1	96
clkbuf_1	62
a21oi_1	143
==> metal layers <==
metal / up-vias / global-route usage, % / part of all wire (%)
li1: 5370 / - / -
met1: 5300 / 51.8 / 45
met2: 423 / 45.1 / 42
met3: 49 / 12.3 / 10
met4: 0 / 5.81 / 2.1
met5: - / 0 / 0
==> cells by family after synthesis <==
kind of cell	count (synthesis)
other cells	1
fa+ha+maj	172
xor+xnor	84
compound gates	469
simple gates	451
mux	15
flops	127
buf+inv	186
==> flip-flops by register name, summed over array words and instances (netlist names) <==
name and cells:
column 7, wr_enable 1, MEM 72, mem_select 4, read_select 14, write_out_se 14, data_out 8, row 7
==> per-stage QoR <==
stage | worst slack (ns) | util (%) | area (sq um) | cells
final | 7.71 | 57.1 | 14500 | 1871
after global routing | 7.32 | 57.1 | 14500 | 1870
after CTS | 7.67 | 57.1 | 14500 | 1870
after detailed placement | 7.27 | 54.9 | 13900 | 1838
after global placement | 7.33 | 54.9 | 13900 | 1838
after floorplan | 8.58 | - | 13100 | 1505
==> area by class of cell <==
| cell class | instances | area share, % |
|---|---|---|
| inverters | 108 | 2.80 |
| repair buffers | 81 | 5.01 |
| well taps | 330 | 2.85 |
| clock inverters | 15 | 0.846 |
| flip-flops and latches | 127 | 24.7 |
| multi-input cells | 1192 | 60.9 |
| diodes | 1 | 0.0173 |
| clock buffers | 17 | 2.93 |
