**/design/flow/run.sh**
```bash
#!/bin/bash
# OpenROAD 26Q1-2900-gdf79404cd8, Yosys 0.63+post, stock flow scripts
make -C /OpenROAD-flow-scripts/flow DESIGN_CONFIG=/design/flow/config.mk WORK_HOME=/design/flow/orfs finish
```
**/design/flow/config.mk**
```make
export PLATFORM = sky130hd
export DESIGN_NAME = Data_collect
export DESIGN_NICKNAME = Data_collect
export VERILOG_FILES = /design/flow/design.v
export SDC_FILE = /design/flow/constraint.sdc
export NUM_CORES = 4
export LEC_CHECK = 1
export CORE_UTILIZATION = 30
```
**/design/flow/constraint.sdc**
```tcl
current_design Data_collect

set clk_period 3.6
set clk_io_pct 0.2

create_clock -name clk0 -period $clk_period [get_ports {clk}]

set non_clock_inputs [all_inputs -no_clocks]
set_input_delay [expr $clk_period * $clk_io_pct] -clock clk0 $non_clock_inputs
set_output_delay [expr $clk_period * $clk_io_pct] -clock clk0 [all_outputs]
```
**/design/flow/design.v**
```verilog
`timescale 1ns / 1ns
module Data_collect(
	input clk,
	input rst,
	input [7:0] data_input,
	input data_ready,
	output reg MEM_write_enable,
	output reg [13:0] MEM_write_addr,
	output reg [7:0] MEM_write_data,
	output finish,
	output reg collect_finish_display
   );
	parameter NUM_DATA = 10000;
	reg [13:0] delayed_write_addr;
	reg prev_data_ready;
	assign finish = (MEM_write_addr == NUM_DATA - 1)? 1'b1 : 1'b0;			 
always@(posedge finish)
	begin
	if(rst)
		collect_finish_display <= 1'b0;
	else
		collect_finish_display <= ~collect_finish_display;
	end
always@(posedge clk)
	begin
	prev_data_ready <= data_ready;			 
	MEM_write_addr <= delayed_write_addr;
	if(rst || MEM_write_addr == NUM_DATA)		 
		begin
		MEM_write_enable <= 1'b0;
		delayed_write_addr <= 14'd0;
		MEM_write_data <= 8'd0;
		end
	else if(data_ready == 1'b1 && prev_data_ready == 1'b0)
		begin
		MEM_write_enable <= 1'b1;
		delayed_write_addr <= delayed_write_addr + 1'b1;
		MEM_write_data <= data_input;
		end
	else
		begin
		MEM_write_enable <= 1'b0;
		delayed_write_addr <= delayed_write_addr;
		MEM_write_data <= data_input;
		end
	end
endmodule
```
==> out/metrics.csv <==
stage,metric,value,unit
status,status,"finished, final reports clean",
clock_tree,ctsResizeCount,0,
logic_synthesis,yosys_warnings,1,
final_timing,finalSetupTns,0,ns
clock_tree,cts_tree,yes,
detailed_routing,via_per_inst,4.46,
floorplanning,die-height,67.0,um
detailed_routing,antenna_cells,0,
floorplanning,fp.coreArea,0.00403,mm^2
place,routabilityCongestion,0.768,
final_timing,slew_headroom,0.618,
floorplanning,rows,23,
floorplanning,fp-utilization,0.315,
flow_run,max_cap_violations,0,
logic_synthesis,synth_cell_types,26,
global_routing,grt_max_degree,16,
logic_synthesis,ys_area,0.00127,mm^2
place,io_buffers,35,
global_routing,antenna_found_initial,0,
final_timing,clock.fmax,0.406,GHz
cells_and_area,fillCellCount,369,
clock_tree,cts_made_buffers,5,
logic_synthesis,yosysTopAreaCell,dfxtp_1,
global_routing,overflow,0,
logic_synthesis,synth_flop_count,39,
detailed_routing,drt-total-wl,2.39,mm
logic_synthesis,avgSynthCellArea,10.9,um^2
final_timing,drv_slew,0,
clock_tree,htreeDepth,2,
clock_tree,cts_root_buf,clkbuf_8,
cells_and_area,layout_top_cell,dfxtp_1,
global_routing,track_usage,0.117,
logic_synthesis,area_leaders,"dfxtp_1 (62%), nor2_1 (5.3%), xnor2_1 (4.8%)",
logic_synthesis,postSynthSeqShare,0.615,
worst_setup_path,critPathLaunchType,register,
clock_tree,cts_buffer_depth,2,
logic_synthesis,ys_cells,116,
cells_and_area,area_growth,40.5,%
worst_setup_path,path_class,register to output port,
detailed_routing,drt_first_pass_iters,3,
worst_setup_path,crit_required,2.88,ns
final_timing,hold-worst-slack,0.376,ns
cells_and_area,drive_above_1_share,0.0769,
clock_tree,clk_pin_slew,0.08,ns
clock_tree,hold_buffers,0,
worst_setup_path,crit_fanout,4,
power,ir_worst_vdd,196,uV
cells_and_area,post-route-util,0.443,
final_timing,unclocked_pins,1,
final_timing,tightest_slew,0.565,ns
place,dpl_cell_area,0.00167,mm^2
final_timing,min_period,2.46,ns
cells_and_area,comb_area,468,um^2
final_timing,fin_ws,1.14,ns
cells_and_area,seq_area,781,um^2
global_routing,grt_pass1_vias,871,
clock_tree,clk_latency,0.29,ns
place,hpwl,1.63,mm
detailed_routing,drcViolationCount,0,
floorplanning,dieArea,0.00449,mm^2
worst_setup_path,cp_data_arrival_time,1.74,ns
final_timing,setup_violations,0,
final_timing,untimed_endpoints,2,
place,pre_cts_ws,1.24,ns
final_timing,hold_viol,0,
final_timing,period_used_share,0.684,
logic_synthesis,top_cell_area_share,0.615,
floorplanning,die_w,67.0,um
detailed_routing,ant_nets,0,
logic_synthesis,syn_area,0.00127,mm^2
power,p_per_area,463,mW/mm^2
final_timing,finClkSkew,0.00757,ns
global_routing,grt_pass1_wl,3.91,mm
detailed_routing,first_iter_violations,14,
worst_setup_path,crit_path_end_kind,output port,
flow_run,warnings,25,
cells_and_area,fin_area,0.00178,mm^2
detailed_routing,avgRoutedWirePerCell,11.6,um
cells_and_area,final_cell_mix,"dfxtp_1 (39), clkdlybuf4s50_1 (35), nor2_1 (18)",
worst_hold_path,hold_class,register to register,
final_timing,rsz0062_at_grt,no,
floorplanning,boundaryPins,36,
detailed_routing,vias,919,
logic_synthesis,syn_inst,116,
power,leakagePower,0.658,nW
clock_tree,cts_setup_buffers,0,
layout make-up:
class	instances	area share
tap	50	0.0351
inverter	2	0.00421
timing repair buffer	35	0.196
clock inverter	3	0.0253
multi-input combinational	72	0.262
sequential	39	0.438
clock buffer	5	0.0386
report_power, final:
| part | total (W) | internal [W] | switching (W) |
|---|---|---|---|
| registers | 0.000433 | 0.000429 | 0.00000414 |
| clock network | 0.000356 | 0.000206 | 0.000150 |
| logic | 0.0000363 | 0.0000255 | 0.0000108 |
| total | 0.000825 | 0.000660 | 0.000165 |
cell usage after synthesis, drive strengths merged:
cell,n
a41o,1
a41oi,1
and2,9
and3,3
and4,1
and4b,1
buf,1
clkbuf,2
dfxtp,39
ha,1
inv,2
mux2i,1
nand2,3
nand2b,1
nand3,2
nand4,6
nand4b,1
nor2,19
nor3,3
nor4,4
nor4bb,1
or4b,1
xnor2,7
xor2,6
path summary, 6_finish.rpt:
kind                                from                endpoint  slack, ns  depth (start not counted)
setup / recovery      MEM_write_addr[13]                  finish       1.14                          4
hold / removal    delayed_write_addr[13]      MEM_write_addr[13]       0.38                          0
setup reg to reg   delayed_write_addr[0]  delayed_write_addr[12]       1.95                          5
hold reg to reg   delayed_write_addr[13]      MEM_write_addr[13]       0.38                          0
through the flow:
| stage | instances | total power, W |
|---|---|---|
| CTS | 206 | 0.000834 |
| global placement | 198 | 0.000479 |
| detailed placement | 198 | 0.000479 |
| finish | 206 | 0.000825 |
| global route | 206 | 0.000859 |
| floorplan | 116 | 0.000453 |
critical path: stages, from the launching register on:
cell and delay [ns]:
dfxtp_1 0.33, nor4bb_1 0.25, and3_1 0.25, and3_1 0.17, clkdlybuf4s50_1 0.46
state kept, by name, indices dropped and copies added, names as in the netlist:
register,flops
prev_data_ready,1
MEM_write_data,8
delayed_write_addr,14
MEM_write_enable,1
collect_finish_display,1
MEM_write_addr,14
kinds of logic after synthesis:
logic type	count (synthesis)	synth area share
AOI/OAI and AO/OA	2	0.0148
adders and majority gates	1	0.00986
buffers and inverters	5	0.0158
and+or+nand+nor	55	0.247
muxes	1	0.00789
xor gates and xnor gates	13	0.0897
DFF	39	0.615
layer usage:
metal  global-route usage  vias to the layer above  wire (um)
met5                    0                        -          0
met4               0.0186                        0         42
met3               0.0451                        6        229
met2                0.169                       33        962
met1                0.173                      410       1160
li1                     -                      470          -
Power figures rest on the tool's default switching activity, not on a simulated workload.
